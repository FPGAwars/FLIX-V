File: flow/constraint.sdc
current_design bram

set clk_period 31.8
set clk_io_pct 0.2

create_clock -name clk0 -period $clk_period [get_ports {clk}]

set non_clock_inputs [all_inputs -no_clocks]
set_input_delay [expr $clk_period * $clk_io_pct] -clock clk0 $non_clock_inputs
set_output_delay [expr $clk_period * $clk_io_pct] -clock clk0 [all_outputs]
File: flow/run.sh
#!/bin/bash
# OpenROAD 26Q1-2900-gdf79404cd8, Yosys 0.63+post, stock flow scripts
make -C /OpenROAD-flow-scripts/flow DESIGN_CONFIG=/design/flow/config.mk WORK_HOME=/design/flow/orfs finish
File: flow/config.mk
export PLATFORM = sky130hd
export DESIGN_NAME = bram
export DESIGN_NICKNAME = bram
export VERILOG_FILES = /design/flow/design.v
export SDC_FILE = /design/flow/constraint.sdc
export NUM_CORES = 4
export LEC_CHECK = 1
export CORE_UTILIZATION = 50
export SYNTH_MEMORY_MAX_BITS = 65536
File: flow/design.v
`default_nettype none `timescale 1 ns / 100 ps
module bram #(
        parameter integer WIDTH = 8,
        parameter INIT_FILE = "",
        parameter SHOW_FIRMWARE = 0
    ) (
        input wire clk,
        input wire [WIDTH -1:0] addr,
        input wire [31:0] wdata,
        output reg [31:0] rdata,
        input wire [3:0] wmask
    );
    reg [31:0] mem[0:(1<<WIDTH) -1];
    integer i;
    always @(posedge clk) begin
        for (i = 0; i < 4; i = i + 1) begin
            if (wmask[i]) mem[addr][8*i +: 8] <= wdata[8*i +: 8];
        end
        rdata <= mem[addr];
    end
endmodule
==> job_summary.md <==
### Yosys + OpenROAD results

| Metric | Value |
|---|---|
| Slowest-stage cell, CP | sky130_fd_sc_hd__o41ai_1 |
| Count of nets left with antenna violations after detail routing | 0 |
| Maximum number of pins on one net before global-route repair | roughly 130 |
| First-pass GRT wire length | ~1100 mm |
| Core Footprint | roughly 620000 um^2 |
| Time the worst path needs with I/O delays and setup | 12.56 ns |
| Critical Path Most Common Cell | sky130_fd_sc_hd__buf_4 |
| Critical path type | in -> reg |
| Metal2 WL | about 370 mm |
| Post-DP HPWL | roughly 480 mm |
| Number of I/O pins | roughly 77 |
| Worst setup EP type | register |
| Worst IR Drop VDD | between 50 and 60 uV |
| Chip area line of the yosys report | between 300000 and 400000 um^2 |
| Type of origin of the critical path | input pin |
| CTS tree | yes |
| Row Count | ~290 |
| Static Leakage | 106.1 nW |
| Num CTS Buffers | roughly 810 |
| Depth of the CTS H-tree | 6 |
| Worst hold path stage count | 5 |
| Detail Route met3 WL | roughly 140 mm |
| Routed wire length | about 800 mm |
| Floorplan-stage core utilization | ~50% |
| OpenROAD warnings | a little over 40 |
| Total standard cell area after synthesis | between 300000 and 400000 um^2 |
| Unrepaired setup endpoints after global routing | no |
| Avg WL per Cell | between 30 and 40 um |
| Gate Area | around 62000 um^2 |
| Post-placement worst setup slack | approximately 18 ns |
| Highest metal layer with signal wires | met5 |
| Minimum setup slack in the final design | slightly below 20 ns |
| Total clock sinks | roughly 8.2k |
| Switching power of the nets | about 0.0047 W |
| Synthesized netlist cell count | ~14k |
| Root buffer cell | sky130_fd_sc_hd__clkbuf_16 |
| Layout fillers | between 40k and 50k |
| Congestion Overflow GR | 0 |
| Worst endpoint data arrival time | around 14 ns |
| Total routed wire length on the met1 layer | 240.6 mm |
| Average instance area after synthesis | between 20 and 25 um^2 |
| Portion of the post-synthesis area used by sequential elements | 78.83% |
| Final setup violation count | 0 |
| Clock slew seen by the registers of the worst setup and hold paths | 0.06 ns |
| Number of cells in the yosys synthesis report | 14.08k |
| Share of final-layout standard cells stronger than drive strength 1 | about 25% |
| Number of storage elements in the synthesis netlist | between 8k and 9k |
| Internal power summed over all cells | around 0.018 W |
| Number of failing hold endpoints at the final stage | 0 |
| Combinational group share of total power | ~4.5% |
| Portion of the clock cycle consumed by the worst path in the final layout | between 30% and 40% |
| Die width | 793.1 um |
| GPL Wtd Cong | between 0.8 and 0.9 |
| Fraction of power spent switching nets | between 20% and 30% |
| Antenna violations before repair | between 50 and 60 |
| Endpoint required time on the critical path | between 30 and 40 ns |
| Vias in the first global route | between 150k and 200k |
| Highest achievable clock rate | between 70 and 80 MHz |
| Violation tally from detailed-route iteration zero | about 9.8k |
| Vertical die size | just under 800 um |
| Vias | ~150k |
| DR vias/cell | just over 6 |
| Pins over their slew limit | 0 |
| Transition at the pin with the smallest max-transition slack | 1.268 ns |
| DR DRC count | 0 |
| Total iterations of the first detailed-routing run | 6 |
| Maxcap violations | 0 |
| Number of buffers added for setup after CTS | 0 |
| Depth of the worst register-to-register path | 5 |
| Share of total power in the clock network | a little over two fifths |
| Clock latency (worst-skew pair) | roughly 1.2 ns |
| Synthesis warning total | 1 |
| Overall Global Routing Usage | around 29% |
| Number of cells upsized or downsized after cts | 0 |
| Run status | completed |
| Final Skew | between 0.05 and 0.06 ns |
| Number of port buffers | 76 |
| Sequential share of power | 53.6% |
| Hold-fix buffers, CTS | 0 |
| Register area | 246600 um^2 |
| Total negative setup slack | 0 ns |
| Rel. slew slack | 14.34% |
| Worst stage delay on the critical path | approximately 0.88 ns |
| Cells along the critical path | buf_16 > buf_4 > buf_4 > buf_4 > buf_4 > buf_4 > buf_4 > buf_4 > mux4_2 > a22oi_1 > a21oi_1 > o41ai_1 > nand4_1 |
| Clock Tree Buf Depth | 4 |
| Crit path max fanout | between 60 and 70 |
| Path type of the worst min-delay path | reg -> reg |
| Layout overhead on the synthesized area | 12.05% |
| Number of distinct library cell variants in the gate-level netlist after synthesis | 20 |
| Power Dens Cells | 63.70 nW/um^2 |
| Area enclosed by the die boundary | around 630000 um^2 |
worst max-delay path: cells and delay by family:
kind	cells	cell delay, ns
buf+inv	8	4.86
compound gates	3	1.27
mux	1	0.56
simple gates	1	0.20
sequential cells by signal, summed over array words and instances (netlist names):
register  count
mem        8192
rdata        32
path summary, 6_finish.rpt:
check / startpoint / slack [ns] / end
min: mem[96][27]$_DFFE_PP_ / 0.95 / rdata[27]$_DFF_P_
max reg2reg: mem[23][17]$_DFFE_PP_ / 28.68 / rdata[17]$_DFF_P_
max: addr[0] / 19.24 / rdata[24]$_DFF_P_
min reg2reg: mem[96][27]$_DFFE_PP_ / 0.95 / rdata[27]$_DFF_P_
cell usage after synthesis, drive strengths merged:
master	n	area share [%]
edfxtp	8192	79
mux4	2048	15
nor2	1042	1.3
a22oi	1024	2.5
clkbuf	631	0.76
a21oi	512	0.82
buf	300	0.55
o41ai	128	0.36
nand2	103	0.12
dfxtp	32	0.20
nand4	32	0.064
nand3	8	0.013
nor2b	8	0.016
nand2b	6	0.012
nor3	4	0.0064
and2	3	0.0060
or2	2	0.0040
cell families (layout without fill, tap and decap cells):
logic type / Yosys count / count (layout) / share of synthesized area [%]
DFF: 8224 / 8224 / 78.83
buffers and inverters: 931 / 2063 / 1.304
muxes: 2048 / 2048 / 14.74
other: 0 / 37 / 0
and+or+nand+nor: 1208 / 1208 / 1.495
AOI/OAI and AO/OA: 1664 / 1664 / 3.634
stage by stage:
stage | std cells | hold slack [ns] | util, % | power (W) | instance area, um^2
after CTS | 23529 | 0.9545 | 56.22 | 0.02249 | 350500
after global placement | 22050 | 0.9373 | 52.04 | 0.01318 | 324400
after floorplan | 14075 | 0.8191 | - | 0.01270 | 312900
after global routing | 23539 | 1.033 | 56.23 | 0.02296 | 350500
after detailed placement | 22050 | 0.9363 | 52.04 | 0.01321 | 324400
final | 23566 | 0.9497 | 56.24 | 0.02233 | 350600
power by group through the flow:
stage	sequential (W)	combinational, W	clock [W]
CTS	0.0120	0.00101	0.00951
global route	0.0120	0.00107	0.00992
finish	0.0120	0.000998	0.00937
metal layers:
metal / vias up / track usage, %
met4: 81 / 9.226
met5: - / 2.307
li1: 60894 / -
met3: 1480 / 23.41
met2: 9824 / 40.63
met1: 74677 / 35.63
layout make-up:
class                      count  share of cell area (%)
clock inverter               449                   1.295
timing repair buffer         584                   1.393
sequential                  8224                   70.35
clock buffer                1030                   6.141
antenna                       37                 0.02641
multi-input combinational   4920                   17.82
tap                         8322                   2.970
placed cells by master, fill, tap and decap left out, types with 7 or more instances in the layout:
master and count:
sky130_fd_sc_hd__edfxtp_1 8192, sky130_fd_sc_hd__mux4_2 2048, sky130_fd_sc_hd__nor2_1 1040, sky130_fd_sc_hd__a22oi_1 1024, sky130_fd_sc_hd__clkbuf_16 821, sky130_fd_sc_hd__a21oi_1 512, sky130_fd_sc_hd__buf_4 499, sky130_fd_sc_hd__clkbuf_1 189
sky130_fd_sc_hd__clkinv_1 146, sky130_fd_sc_hd__clkinv_2 144, sky130_fd_sc_hd__o41ai_1 118, sky130_fd_sc_hd__bufinv_16 73, sky130_fd_sc_hd__nand2_1 69, sky130_fd_sc_hd__clkdlybuf4s50_1 42, sky130_fd_sc_hd__diode_2 37, sky130_fd_sc_hd__nand4_1 32
sky130_fd_sc_hd__buf_8 32, sky130_fd_sc_hd__dfxtp_1 32, sky130_fd_sc_hd__clkinvlp_4 30, sky130_fd_sc_hd__nand2_2 20, sky130_fd_sc_hd__clkbuf_8 20, sky130_fd_sc_hd__inv_6 20, sky130_fd_sc_hd__clkinv_8 15, sky130_fd_sc_hd__nand2_4 14
sky130_fd_sc_hd__o41ai_2 10, sky130_fd_sc_hd__buf_12 9, sky130_fd_sc_hd__nand3_1 8, sky130_fd_sc_hd__clkinv_16 8, sky130_fd_sc_hd__inv_16 7
Power figures rest on the tool's default switching activity, not on a simulated workload.
